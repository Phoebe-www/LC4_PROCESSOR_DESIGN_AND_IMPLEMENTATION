$ cat flow/config.mk
export PLATFORM = sky130hd
export DESIGN_NAME = lc4_alu
export DESIGN_NICKNAME = lc4_alu
export VERILOG_FILES = /design/flow/design.v
export SDC_FILE = /design/flow/constraint.sdc
export NUM_CORES = 4
export LEC_CHECK = 1
export CORE_UTILIZATION = 50
$ cat flow/constraint.sdc
current_design lc4_alu

set clk_period 61.3
set clk_io_pct 0.2

create_clock -name clk0 -period $clk_period

set non_clock_inputs [all_inputs -no_clocks]
set_input_delay [expr $clk_period * $clk_io_pct] -clock clk0 $non_clock_inputs
set_output_delay [expr $clk_period * $clk_io_pct] -clock clk0 [all_outputs]
$ cat flow/design.v
`timescale 1ns / 1ps
`default_nettype none
module lc4_alu(input  wire [15:0] i_insn,
               input wire [15:0]  i_pc,
               input wire [15:0]  i_r1data,
               input wire [15:0]  i_r2data,
               output wire [15:0] o_result);
   wire [3:0] cls = i_insn[15:12];
   wire [15:0] and_res;
   wire [15:0] or_res;
   wire [15:0] not_res;
   wire [15:0] xor_res;
   assign and_res = i_insn[5] == 1'b0 ? i_r1data & i_r2data : 
                    i_insn[4] == 1'b0 ? i_r1data & (16'b0 | i_insn[4:0]) :
                    i_r1data & ((16'hffff << 5) | i_insn[4:0]);
   assign or_res = i_r1data | i_r2data;
   assign not_res = ~i_r1data;
   assign xor_res = i_r1data ^ i_r2data;
   wire [15:0] div_res;
   wire [15:0] mod_res;
   lc4_divider div0(.i_dividend(i_r1data),
                    .i_divisor(i_r2data),
                    .o_quotient(div_res),
                    .o_remainder(mod_res));
   wire [15:0] mul_res = i_r1data * i_r2data;
   wire [15:0] jsrr_res = i_r1data;
   wire [15:0] jsr_res = (i_pc & 16'b1000000000000000) | (i_insn[10:0] << 4);
   wire [15:0] rti_res = i_r1data;
   wire [15:0] const_res = i_insn[8] == 1'b0 ? 16'b0 | i_insn[8:0] : 
                           (16'hffff << 9) | i_insn[8:0];
   wire [15:0] hiconst_res = (i_insn[7:0] << 8) | (i_r1data & 16'hff);
   wire [15:0] sll_res = i_r1data << i_insn[3:0];
   wire [15:0] sra_res = $signed(i_r1data) >>> i_insn[3:0];
   wire [15:0] srl_res = i_r1data >> i_insn[3:0];
   wire [15:0] jmpr_res = i_r1data;
   wire [15:0] trap_res = 16'b1000000000000000 | i_insn[7:0];
   wire [15:0] cmp_res;
   wire [15:0] cmpu_res;
   wire [15:0] cmpi_res;
   wire [15:0] cmpiu_res;
   assign cmp_res = cla_res == 16'b0 ? 16'b0:
                    (i_r1data[15] == 1'b0) & (i_r2data[15] == 1'b1) ? 16'b1:
                    (i_r1data[15] == 1'b1) & (i_r2data[15] == 1'b0) ? 16'hffff:
                    cla_res[15] == 1'b0 ? 16'b1:
                    16'hffff;
   assign cmpu_res = i_r1data == i_r2data ? 16'b0:
                     i_r1data > i_r2data ? 16'b1:
                     16'hffff;
   assign cmpi_res = cla_res == 16'b0 ? 16'b0:
                     (i_r1data[15] == 1'b0) & (i_insn[6] == 1'b1) ? 16'b1:
                     (i_r1data[15] == 1'b1) & (i_insn[6] == 1'b0) ? 16'hffff:
                     cla_res[15] == 1'b0 ? 16'b1:
                     16'hffff;
   assign cmpiu_res = i_r1data == (16'b0 | i_insn[6:0]) ? 16'b0:
                      i_r1data > (16'b0 | i_insn[6:0]) ? 16'b1:
                      16'hffff;
   wire [15:0] a;
   wire [15:0] b;
   wire cin;   
   wire [15:0] cla_res;  
   assign a =  cls == 4'b0000 ? i_pc:
               cls == 4'b0001 ? i_r1data:
               cls == 4'b0010 ? i_r1data:
               cls == 4'b0110 ? i_r1data:
               cls == 4'b0111 ? i_r1data:
               cls == 4'b1100 ? i_pc:
               16'b0;
   assign b =  (cls == 4'b0000) & (i_insn[8] == 1'b0) ? 16'b0 | i_insn[8:0]:
               (cls == 4'b0000) & (i_insn[8] == 1'b1) ? (16'hff << 9) | i_insn[8:0]:
               (cls == 4'b0001) & (i_insn[5:3] == 3'b000) ? i_r2data:
               (cls == 4'b0001) & (i_insn[5:3] == 3'b010) ? ~i_r2data:
               (cls == 4'b0001) & (i_insn[5] == 1'b1) & (i_insn[4] == 1'b1) ? (16'hffff << 5) | i_insn[4:0]:
               (cls == 4'b0001) & (i_insn[5] == 1'b1) & (i_insn[4] == 1'b0) ? (16'b0) | i_insn[4:0]:
               (cls == 4'b0010) & (i_insn[8:7] == 2'b00) ? ~i_r2data:
               (cls == 4'b0010) & (i_insn[8:7] == 2'b01) ? ~i_r2data:
               (cls == 4'b0010) & (i_insn[8:7] == 2'b10) & (i_insn[6] == 1'b0) ? ~(16'b0 | i_insn[6:0]):
               (cls == 4'b0010) & (i_insn[8:7] == 2'b10) & (i_insn[6] == 1'b1) ? ~(16'hffff << 7 | i_insn[6:0]):
               (cls == 4'b0110) & (i_insn[5] == 1'b1) ? 16'hfff << 6 | i_insn[5:0]:
               (cls == 4'b0110) & (i_insn[5] == 1'b0) ? 16'b0 | i_insn[5:0]:
               (cls == 4'b0111) & (i_insn[5] == 1'b1) ? 16'hfff << 6 | i_insn[5:0]:
               (cls == 4'b0111) & (i_insn[5] == 1'b0) ? 16'b0 | i_insn[5:0]:
               (cls == 4'b1100) & (i_insn[11] == 1'b1) & (i_insn[10] == 1'b1) ? 16'hfff << 11 | i_insn[10:0]:
               (cls == 4'b1100) & (i_insn[11] == 1'b1) & (i_insn[10] == 1'b0) ? 16'b0 | i_insn[10:0]:
               16'b0;
   assign cin =  (cls == 4'b0000) ? 1'b1:
                 (cls == 4'b0001) & (i_insn[5:3] == 3'b010) ? 1'b1:
                 (cls == 4'b0010) ? 1'b1:
                 (cls == 4'b1100) & (i_insn[11] == 1'b1) ? 1'b1:
                  1'b0;
   cla16 cla0(.a(a),
              .b(b),
              .cin(cin),
              .sum(cla_res));
   wire [15:0] arith_res;
   wire [15:0] cmp_module_res;
   wire [15:0] logic_res;
   wire [15:0] shift_mod_res;
   assign arith_res = (i_insn[5:3] == 3'b001) ? mul_res:
                      (i_insn[5:3] == 3'b011) ? div_res:
                      cla_res;
   assign cmp_module_res = (i_insn[8:7] == 2'b00) ? cmp_res:
                           (i_insn[8:7] == 2'b01) ? cmpu_res:
                           (i_insn[8:7] == 2'b10) ? cmpi_res:
                           (i_insn[8:7] == 2'b11) ? cmpiu_res:
                           16'b0;
   assign logic_res = (i_insn[5:3] == 3'b001) ? not_res:
                      (i_insn[5:3] == 3'b010) ? or_res:
                      (i_insn[5:3] == 3'b011) ? xor_res:
                      and_res;
   assign shift_mod_res = (i_insn[5:4] == 2'b00) ? sll_res:
                          (i_insn[5:4] == 2'b01) ? sra_res:
                          (i_insn[5:4] == 2'b10) ? srl_res:
                          (i_insn[5:4] == 2'b11) ? mod_res:
                           16'b0;
   assign o_result = (cls == 4'b0000) ? cla_res:
                     (cls == 4'b0001) ? arith_res:
                     (cls == 4'b0010) ? cmp_module_res:
                     (cls == 4'b0100) & (i_insn[11] == 1'b0) ? jsrr_res: 
                     (cls == 4'b0100) & (i_insn[11] == 1'b1) ? jsr_res:
                     (cls == 4'b0101) ? logic_res:
                     (cls == 4'b0110) ? cla_res:
                     (cls == 4'b0111) ? cla_res:
                     (cls == 4'b1000) ? rti_res:
                     (cls == 4'b1001) ? const_res:
                     (cls == 4'b1010) ? shift_mod_res:
                     (cls == 4'b1100) & (i_insn[11] == 1'b0) ? jmpr_res:
                     (cls == 4'b1100) & (i_insn[11] == 1'b1) ? cla_res:
                     (cls == 4'b1101) ? hiconst_res:
                     (cls == 4'b1111) ? trap_res:
                     16'b0;
endmodule
`timescale 1ns / 1ps
`default_nettype none
module gp1(input wire a, b,
           output wire g, p);
   assign g = a & b;
   assign p = a | b;
endmodule
module gp4(input wire [3:0] gin, pin,
           input wire cin,
           output wire gout, pout,
           output wire [2:0] cout);
 assign gout = gin[3] | (pin[3] & gin[2]) | (pin[3] & pin[2] & gin[1]) | (pin[3] & pin[2] & pin[1] & gin[0]);
 assign pout = (& pin);
 assign cout[0] = gin[0] | (pin[0] & cin);
 assign cout[1] = gin[1] | (pin[1] & gin[0])| (pin[1] & pin[0] & cin);
 assign cout[2] = gin[2] | (pin[2] & gin[1]) | (pin[2] & pin[1] & gin[0]) | (pin[2] & pin[1] & pin[0] & cin);
endmodule
module cla16
  (input wire [15:0]  a, b,
   input wire         cin,
   output wire [15:0] sum);
wire [15:0] cout;
wire[4:0] pout;
wire[4:0] gout;
wire[15:0] pin;
wire[15:0] gin;
genvar i;
	for (i=0; i<16; i=i+1)
	begin
            gp1 d (a[i], b[i], gin[i], pin[i]);
        end
gp4 d0 (gin[3:0], pin[3:0], cin, pout[0], gout[0], cout[2:0]);
gp4 d1 (gin[7:4], pin[7:4], cout[3],  pout[1], gout[1], cout[6:4]);
gp4 d2 (gin[11:8], pin[11:8], cout[7], pout[2], gout[2], cout[10:8]);
gp4 d3 (gin[15:12], pin[15:12], cout[11], pout[3], gout[3], cout[14:12]);
gp4 d4 (pout[3:0], gout[3:0], cin, pout[4], gout[4], {cout[11], cout[7], cout[3]});
assign sum[15:0] = a[15:0] ^ b[15:0] ^ {cout[14:0], cin};
endmodule
module gpn
  #(parameter N = 4)
  (input wire [N-1:0] gin, pin,
   input wire  cin,
   output wire gout, pout,
   output wire [N-2:0] cout);
wire [N-1:0] gi;
wire [N-1:0] co;
assign gi[0] = gin[0];
assign co[0] = cin;
genvar i;
	for (i=0; i<N-1; i=i+1)
	begin
       	assign co[i+1] = gin[i] | (pin[i] & co[i]);
	assign gi[i+1] = gin[i+1] | (pin[i+1] & gi[i]);
	end
assign pout = (& pin);
assign gout = gi[N-1];
assign cout = co[N-1:1];
endmodule
`timescale 1ns / 1ps
`default_nettype none
module lc4_divider(input  wire [15:0] i_dividend,
                   input  wire [15:0] i_divisor,
                   output wire [15:0] o_remainder,
                   output wire [15:0] o_quotient);
      wire [15:0] temp_remainder_1; wire [15:0] temp_dividend_1; wire [15:0] temp_quotient_1;
      wire [15:0] temp_remainder_2; wire [15:0] temp_dividend_2; wire [15:0] temp_quotient_2;
      wire [15:0] temp_remainder_3; wire [15:0] temp_dividend_3; wire [15:0] temp_quotient_3;
      wire [15:0] temp_remainder_4; wire [15:0] temp_dividend_4; wire [15:0] temp_quotient_4;
      wire [15:0] temp_remainder_5; wire [15:0] temp_dividend_5; wire [15:0] temp_quotient_5;
      wire [15:0] temp_remainder_6; wire [15:0] temp_dividend_6; wire [15:0] temp_quotient_6;
      wire [15:0] temp_remainder_7; wire [15:0] temp_dividend_7; wire [15:0] temp_quotient_7;
      wire [15:0] temp_remainder_8; wire [15:0] temp_dividend_8; wire [15:0] temp_quotient_8;
      wire [15:0] temp_remainder_9; wire [15:0] temp_dividend_9; wire [15:0] temp_quotient_9;
      wire [15:0] temp_remainder_10; wire [15:0] temp_dividend_10; wire [15:0] temp_quotient_10;
      wire [15:0] temp_remainder_11; wire [15:0] temp_dividend_11; wire [15:0] temp_quotient_11;
      wire [15:0] temp_remainder_12; wire [15:0] temp_dividend_12; wire [15:0] temp_quotient_12;
      wire [15:0] temp_remainder_13; wire [15:0] temp_dividend_13; wire [15:0] temp_quotient_13;
      wire [15:0] temp_remainder_14; wire [15:0] temp_dividend_14; wire [15:0] temp_quotient_14;
      wire [15:0] temp_remainder_15; wire [15:0] temp_dividend_15; wire [15:0] temp_quotient_15;
      wire [15:0] o_quotient_temp; wire [15:0] o_remainder_temp;
      lc4_divider_one_iter iter1(
            .i_dividend(i_dividend),
            .i_divisor(i_divisor),
            .i_remainder(16'b0),
            .i_quotient(16'b0),
            .o_dividend(temp_dividend_1),
            .o_remainder(temp_remainder_1),
            .o_quotient(temp_quotient_1)
      );
      lc4_divider_one_iter iter2(
            .i_dividend(temp_dividend_1),
            .i_divisor(i_divisor),
            .i_remainder(temp_remainder_1),
            .i_quotient(temp_quotient_1),
            .o_dividend(temp_dividend_2),
            .o_remainder(temp_remainder_2),
            .o_quotient(temp_quotient_2)
      );
      lc4_divider_one_iter iter3(
            .i_dividend(temp_dividend_2),
            .i_divisor(i_divisor),
            .i_remainder(temp_remainder_2),
            .i_quotient(temp_quotient_2),
            .o_dividend(temp_dividend_3),
            .o_remainder(temp_remainder_3),
            .o_quotient(temp_quotient_3)
      );
      lc4_divider_one_iter iter4(
            .i_dividend(temp_dividend_3),
            .i_divisor(i_divisor),
            .i_remainder(temp_remainder_3),
            .i_quotient(temp_quotient_3),
            .o_dividend(temp_dividend_4),
            .o_remainder(temp_remainder_4),
            .o_quotient(temp_quotient_4)
      );
      lc4_divider_one_iter iter5(
            .i_dividend(temp_dividend_4),
            .i_divisor(i_divisor),
            .i_remainder(temp_remainder_4),
            .i_quotient(temp_quotient_4),
            .o_dividend(temp_dividend_5),
            .o_remainder(temp_remainder_5),
            .o_quotient(temp_quotient_5)
      );
      lc4_divider_one_iter iter6(
            .i_dividend(temp_dividend_5),
            .i_divisor(i_divisor),
            .i_remainder(temp_remainder_5),
            .i_quotient(temp_quotient_5),
            .o_dividend(temp_dividend_6),
            .o_remainder(temp_remainder_6),
            .o_quotient(temp_quotient_6)
      );
      lc4_divider_one_iter iter7(
            .i_dividend(temp_dividend_6),
            .i_divisor(i_divisor),
            .i_remainder(temp_remainder_6),
            .i_quotient(temp_quotient_6),
            .o_dividend(temp_dividend_7),
            .o_remainder(temp_remainder_7),
            .o_quotient(temp_quotient_7)
      );    
      lc4_divider_one_iter iter8(
            .i_dividend(temp_dividend_7),
            .i_divisor(i_divisor),
            .i_remainder(temp_remainder_7),
            .i_quotient(temp_quotient_7),
            .o_dividend(temp_dividend_8),
            .o_remainder(temp_remainder_8),
            .o_quotient(temp_quotient_8)
      );
      lc4_divider_one_iter iter9(
            .i_dividend(temp_dividend_8),
            .i_divisor(i_divisor),
            .i_remainder(temp_remainder_8),
            .i_quotient(temp_quotient_8),
            .o_dividend(temp_dividend_9),
            .o_remainder(temp_remainder_9),
            .o_quotient(temp_quotient_9)
      );
      lc4_divider_one_iter iter10(
            .i_dividend(temp_dividend_9),
            .i_divisor(i_divisor),
            .i_remainder(temp_remainder_9),
            .i_quotient(temp_quotient_9),
            .o_dividend(temp_dividend_10),
            .o_remainder(temp_remainder_10),
            .o_quotient(temp_quotient_10)
      );
      lc4_divider_one_iter iter11(
            .i_dividend(temp_dividend_10),
            .i_divisor(i_divisor),
            .i_remainder(temp_remainder_10),
            .i_quotient(temp_quotient_10),
            .o_dividend(temp_dividend_11),
            .o_remainder(temp_remainder_11),
            .o_quotient(temp_quotient_11)
      );
      lc4_divider_one_iter iter12(
            .i_dividend(temp_dividend_11),
            .i_divisor(i_divisor),
            .i_remainder(temp_remainder_11),
            .i_quotient(temp_quotient_11),
            .o_dividend(temp_dividend_12),
            .o_remainder(temp_remainder_12),
            .o_quotient(temp_quotient_12)
      );
      lc4_divider_one_iter iter13(
            .i_dividend(temp_dividend_12),
            .i_divisor(i_divisor),
            .i_remainder(temp_remainder_12),
            .i_quotient(temp_quotient_12),
            .o_dividend(temp_dividend_13),
            .o_remainder(temp_remainder_13),
            .o_quotient(temp_quotient_13)
      );
      lc4_divider_one_iter iter14(
            .i_dividend(temp_dividend_13),
            .i_divisor(i_divisor),
            .i_remainder(temp_remainder_13),
            .i_quotient(temp_quotient_13),
            .o_dividend(temp_dividend_14),
            .o_remainder(temp_remainder_14),
            .o_quotient(temp_quotient_14)
      );
      lc4_divider_one_iter iter15(
            .i_dividend(temp_dividend_14),
            .i_divisor(i_divisor),
            .i_remainder(temp_remainder_14),
            .i_quotient(temp_quotient_14),
            .o_dividend(temp_dividend_15),
            .o_remainder(temp_remainder_15),
            .o_quotient(temp_quotient_15)
      );
      lc4_divider_one_iter iter16(
            .i_dividend(temp_dividend_15),
            .i_divisor(i_divisor),
            .i_remainder(temp_remainder_15),
            .i_quotient(temp_quotient_15),
            .o_dividend(),
            .o_remainder(o_remainder_temp),
            .o_quotient(o_quotient_temp)
      );
      assign o_quotient = (i_divisor == 0) ? 0 : o_quotient_temp;
      assign o_remainder = (i_divisor == 0) ? 0 : o_remainder_temp;
endmodule  
module lc4_divider_one_iter(input  wire [15:0] i_dividend,
                            input  wire [15:0] i_divisor,
                            input  wire [15:0] i_remainder,
                            input  wire [15:0] i_quotient,
                            output wire [15:0] o_dividend,
                            output wire [15:0] o_remainder,
                            output wire [15:0] o_quotient);
      wire [15:0] temp_remainder;
      assign temp_remainder = (i_remainder << 1) | (i_dividend >> 15) & 1;
      assign o_quotient = (temp_remainder < i_divisor) ? (i_quotient << 1) : (i_quotient << 1) | 1;
      assign o_remainder = (temp_remainder < i_divisor) ? temp_remainder : temp_remainder - i_divisor;
      assign o_dividend = i_dividend << 1;
endmodule
$ cat flow/run.sh
#!/bin/bash
# OpenROAD 26Q1-2900-gdf79404cd8, Yosys 0.63+post, stock flow scripts
make -C /OpenROAD-flow-scripts/flow DESIGN_CONFIG=/design/flow/config.mk WORK_HOME=/design/flow/orfs finish
==> flow_summary.json <==
{
  "p_sw_share_pct": 58.12,
  "synthCells": 3383,
  "ys_seq_share_pct": 0,
  "pre_cts_ws_ns": -0.3594,
  "power_switching_mw": 41.90,
  "yosysMostFrequentCell": "ha_1",
  "required_ns": 49.04,
  "num_rows": 78,
  "synth_top_cell_by_area": "ha_1",
  "drt-initial-drc-count": 2626,
  "gr-usage-met3_pct": 13.36,
  "critPathMostFrequentCell": "o21ai_0",
  "detail_route.wl_per_cell_um": 26.04,
  "power.internal_mw": 30.19,
  "drtPass1Iterations": 6,
  "worst_slack_ns": 1.880,
  "fin_setup_tns_ns": 0,
  "peakVddDrop_mv": 12.70,
  "grt_max_degree": 58,
  "synth_area_um2": 23450,
  "hold_violations": 0,
  "finalCriticalPeriod_ns": 59.42,
  "critPathSlowestCell": "or4_1",
  "grt_first_pass_wirelength_um": 157800,
  "hold_class": "in2out",
  "postCtsHoldBufs": 0,
  "common_cells": "ha_1, nand2_1, nor2_1, a21oi_1, inv_1",
  "power_leakage_nw": 11.99,
  "place_congestion": 1.100,
  "grt_antenna_before_repair": 7,
  "ys_warn_count": 0,
  "fp_util_pct": 51.23,
  "slew_headroom_pct": 35.02,
  "die_x_um": 218.6,
  "grt_util_met1_pct": 60.89,
  "drive_gt1_share_pct": 7.612,
  "die_h_um": 218.6,
  "end_kind": "primary output",
  "portBuffers": 80,
  "whs_path_depth": 5,
  "stdcell_count": 4073,
  "grt_use_total_pct": 45.05,
  "num-clock-buffers": 0,
  "seq_cell_count": 0,
  "avgSynthCellArea_um2": 6.932,
  "dp.cells": 4063,
  "period_used_pct": 96.93,
  "cp.arrival_ns": 47.16,
  "die_area_um2": 47770,
  "post-route-drc-count": 0,
  "p_per_area_nw_per_um2": 2799,
  "slew_viol_final": 0,
  "setup_viol": 0,
  "viasPerCell": 6.700,
  "cap_violations": 0,
  "ys_area_um2": 23450,
  "synth_cell_types": 91,
  "synthTopCellsByArea": "ha_1, fa_1, a21oi_1",
  "crit_type": "in2out",
  "yosys_cells": 3383,
  "run_status": "finished clean",
  "via_count": 27290,
  "drt.antenna.violating_nets": 0,
  "startpoint_type": "input port",
  "areaGrowthSynthToFinish_pct": 9.860,
  "grt_busiest_layer": "met2",
  "cpPeakStageDelay_ns": 0.62,
  "hpwlAfterDp_um": 81000,
  "grt_overflow_total": 0,
  "grt_pass1_vias": 25320,
  "cp_max_fo": 23,
  "warnings": 105,
  "regArea_um2": 0,
  "io_pins": 80,
  "wl_um": 106100,
  "yosysTopAreaCellShare_pct": 21.13,
  "core_area_um2": 45770,
  "tightest_slew_ns": 0.9678,
  "met2_usage_pct": 64.03,
  "fmax_ghz": 0.01683
}
==> worst paths after layout <==
path                      from           to  slack (ns)
hold / removal     i_r1data[4]  o_result[4]       25.99
setup / recovery  i_r2data[12]  o_result[0]        1.88
==> layer usage <==
| metal | vias up | routed length (um) |
|---|---|---|
| li1 | 12470 | - |
| met1 | 12700 | 42950 |
| met2 | 1724 | 42540 |
| met3 | 402 | 13020 |
| met4 | 0 | 7569 |
| met5 | - | 0 |
==> placed cells by master (no fill, tap or decap), types with 87 or more instances in the layout <==
master / instances
fa_1: 99
a21o_1: 87
ha_1: 396
o21ai_0: 231
inv_1: 274
nand2_1: 362
nor2_1: 336
buf_4: 136
xnor2_1: 138
a21oi_1: 291
==> kinds of logic (layout without fill, tap and decap cells) <==
family | Yosys count | count (layout) | synth area share, %
buf+inv | 424 | 503 | 6.851
xor+xnor | 214 | 214 | 7.993
fa+ha+maj | 495 | 495 | 29.58
other cells | 1 | 12 | 0.01599
simple gates | 1026 | 1026 | 19.63
compound gates | 1145 | 1145 | 32.04
mux | 78 | 78 | 3.884
==> final cells by class <==
cell class / count / area [um^2]
Tap cell: 600 / 750.7
Inverter: 284 / 1066
Antenna cell: 5 / 12.51
Timing Repair Buffer: 219 / 1841
Fill cell: 4183 / 20010
Multi-Input combinational cell: 2965 / 22090
==> worst max-delay path: cells and delay by family <==
kind	cells	cell delay, ns
xor+xnor	1	0.14
mux	7	1.86
fa+ha+maj	15	5.68
buf+inv	14	3.67
compound gates	81	19.72
simple gates	20	3.66
==> timing repair <==
action,4_1_cts,5_1_grt
buffers inserted,0,5
gates cloned,0,0
endpoints found under the hold margin,0,0
endpoints found under the setup margin,9,16
gates resized,4,46
pin swaps,0,4
==> power by group through the flow <==
stage | Sequential [mW] | Clock [mW] | Combinational (mW)
after CTS | 0 | 0 | 63.4
after global routing | 0 | 0.00000000438 | 76.2
==> stage by stage <==
step           instance area [um^2]  util [%]  hold WS [ns]  total power, mW
4_1_cts                       25520     55.76         25.95            63.39
2_1_floorplan                 23470         -         24.69            53.97
3_5_place_dp                  25510     55.73         25.95            63.14
5_1_grt                       25750     56.27         26.02            76.25
6_report                      25760     56.28         25.99            72.10
3_3_place_gp                  25510     55.73         25.96            62.74
Power figures rest on the tool's default switching activity, not on a simulated workload.
